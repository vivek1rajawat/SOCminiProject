--- design/flow/design.v ---
`timescale 1ns/1ps
module ControlRegister (
    input clk,
    input rst,
    input wr_en,
    input [7:0] data_in,
    output reg tx_en,
    output reg rx_en,
    output reg reset
);
always @(posedge clk or posedge rst) begin
    if (rst) begin
        tx_en <= 0;
        rx_en <= 0;
        reset <= 0;
    end else if (wr_en) begin
        tx_en <= data_in[0];
        rx_en <= data_in[1];
        reset <= data_in[2];
    end
end
endmodule
module UART_TX (
    input clk,
    input tx_en,
    input [7:0] tx_data,
    input tx_start,
    output reg tx_line,
    output reg tx_done
);
    reg [3:0] state;
    reg [2:0] bit_index;
    reg [9:0] shift_reg;
    localparam IDLE = 0, START = 1, DATA = 2, STOP = 3, DONE = 4;
    initial begin
        tx_line = 1;
        tx_done = 0;
    end
    always @(posedge clk) begin
        if (!tx_en) begin
            state <= IDLE;
            tx_line <= 1;
            tx_done <= 0;
        end else begin
            case (state)
                IDLE: begin
                    tx_done <= 0;
                    if (tx_start) begin
                        shift_reg <= {1'b1, tx_data, 1'b0};  
                        bit_index <= 0;
                        state <= START;
                    end
                end
                START: begin
                    tx_line <= 0;
                    state <= DATA;
                end
                DATA: begin
                    tx_line <= shift_reg[bit_index];
                    bit_index <= bit_index + 1;
                    if (bit_index == 7)
                        state <= STOP;
                end
                STOP: begin
                    tx_line <= 1;
                    state <= DONE;
                end
                DONE: begin
                    tx_done <= 1;
                    state <= IDLE;
                end
            endcase
        end
    end
endmodule
module UART_RX (
    input clk,
    input rx_en,
    input rx_line,
    output reg [7:0] rx_data,
    output reg rx_done
);
    reg [3:0] state;
    reg [3:0] bit_index;
    reg [7:0] shift_reg;
    localparam IDLE = 0, START = 1, DATA = 2, STOP = 3, DONE = 4;
    initial begin
        rx_data = 0;
        rx_done = 0;
    end
    always @(posedge clk) begin
        if (!rx_en) begin
            state <= IDLE;
            rx_done <= 0;
        end else begin
            case (state)
                IDLE: begin
                    rx_done <= 0;
                    if (!rx_line)
                        state <= START;
                end
                START: begin
                    bit_index <= 0;
                    state <= DATA;
                end
                DATA: begin
                    shift_reg[bit_index] <= rx_line;
                    bit_index <= bit_index + 1;
                    if (bit_index == 7)
                        state <= STOP;
                end
                STOP: begin
                    if (rx_line == 1) begin
                        rx_data <= shift_reg;
                        state <= DONE;
                    end else
                        state <= IDLE;
                end
                DONE: begin
                    rx_done <= 1;
                    state <= IDLE;
                end
            endcase
        end
    end
endmodule
module UART_System (
    input clk,
    input rst,
    input wr_en,
    input [7:0] control_data,
    input tx_start,
    input [7:0] tx_data,
    input rx_line,
    output tx_line,
    output [7:0] rx_data,
    output tx_done,
    output rx_done
);
    wire tx_en, rx_en, reset;
    ControlRegister ctrl (
        .clk(clk), .rst(rst), .wr_en(wr_en), .data_in(control_data),
        .tx_en(tx_en), .rx_en(rx_en), .reset(reset)
    );
    UART_TX tx (
        .clk(clk), .tx_en(tx_en), .tx_data(tx_data), .tx_start(tx_start),
        .tx_line(tx_line), .tx_done(tx_done)
    );
    UART_RX rx (
        .clk(clk), .rx_en(rx_en), .rx_line(rx_line),
        .rx_data(rx_data), .rx_done(rx_done)
    );
endmodule
--- design/flow/run.sh ---
#!/bin/bash
# OpenROAD 26Q1-2900-gdf79404cd8, Yosys 0.63+post, stock flow scripts
make -C /OpenROAD-flow-scripts/flow DESIGN_CONFIG=/design/flow/config.mk WORK_HOME=/design/flow/orfs finish
--- design/flow/constraint.sdc ---
current_design UART_System

set clk_period 2.3
set clk_io_pct 0.2

create_clock -name clk0 -period $clk_period [get_ports {clk}]

set non_clock_inputs [all_inputs -no_clocks]
set_input_delay [expr $clk_period * $clk_io_pct] -clock clk0 $non_clock_inputs
set_output_delay [expr $clk_period * $clk_io_pct] -clock clk0 [all_outputs]
--- design/flow/config.mk ---
export PLATFORM = sky130hd
export DESIGN_NAME = UART_System
export DESIGN_NICKNAME = UART_System
export VERILOG_FILES = /design/flow/design.v
export SDC_FILE = /design/flow/constraint.sdc
export NUM_CORES = 4
export LEC_CHECK = 1
export CORE_UTILIZATION = 30
==> impl_metrics.ini <==
; synthesis and place-and-route metrics
[sta]
setup_viol = 0
worst_pin_slew_ps = 545
slew-limit-headroom_pct = 63.6
drv_slew = 0
fin_tns_setup_ps = 0
finalCritPeriodShare_pct = 81.8
max_freq_mhz = 532
hold_violations = 0
rsz0062_at_grt = false
fin_skew_ps = 6.20
period_minus_slack_ps = 1880
hold_slack_ps = 320

[setup_path]
worst-path-buf-inv = 1
cpPeakStageDelay_ps = 450
crit_fanout = 5
critPathArrivalTime_ps = 1930
path_delay_family = simple AND/OR/NAND/NOR gates
cp.required_ps = 2350
crit_chain = inv_1 -> ha_1 -> or3b_1 -> nor4_2 -> mux2_1
critPathSlowestCell = or3b_1
start_kind = flop
end_kind = flop
criticalPathCategory = flop to flop

[global_routing]
antenna_found_initial = 0
first_global_vias = 1160
grt_pass1_wl_mm = 5.46
grt_overflow = 0
grt_max_degree = 16
grt_use_total_pct = 10.0

[flow_run]
tool_warnings = 36
cap_violations = 0

[detailed_routing]
drt_wl_total_mm = 3.35
avgRoutedWirePerCell_um = 12.8
vias = 1243
drt_pass1_iterations = 4
vias_per_cell = 4.76
postRouteAntennaNets = 0
drc_errors = 0
drt-initial-drc-count = 58
diodes = 0

[die]
die_h_um = 82.9
die_x_um = 82.9
die_area_um2 = 6880
initCoreUtil_pct = 31.0
boundaryPins = 32
fp-row-count = 29
core-area_um2 = 6350

[clock_network]
h-tree-depth = 2
clock_path_buffers = 2
cts_tree = done
ctsHoldBuffers = 0
cts_resized = 0
clk_pin_slew_ps = 90
cts_sinks = 45
numCtsBuffers = 5
clk_latency_ps = 300
root_buffer = clkbuf_8
post_cts_buffers = 0

[placed_design]
port_buffers = 24
hpwlAfterDp_mm = 2.32
place_congestion = 0.812
placed_area_um2 = 2320

[yosys]
ys_top_logic_family = simple AND/OR/NAND/NOR gates
syn_inst = 152
syn-cell-area_um2 = 1970
ys_warn_count = 3
syn_area_per_cell_um2 = 12.9
ys_cells = 152
synthSimpleGateAreaFrac_pct = 15.1
ys_sh_adder_pct = 4.46
xor_share_pct = 0.891
synthDistinctLibCells = 38
synth_seq_share_pct = 61.6
compound_area_share_pct = 11.4
mux_area_share_pct = 4.46
numSynthFlops = 45
ys_chip_area_um2 = 1970

[outcome]
outcome = finished clean

[layout]
syn2layout_area_growth_pct = 22.5
lay_top_count = edfxtp_1
mi_logic_area_um2 = 714
fillers = 586
final_cell_mix = edfxtp_1, clkdlybuf4s50_1, dfxtp_1, nor2b_1
regArea_um2 = 1210
drive_gt1_share_pct = 9.78
final_core_utilization_pct = 37.9
design_area_um2 = 2410

[power_and_ir_drop]
finalPower_mw = 1.60
p_leak_nw = 0.846
ir_worst_vdd_mv = 0.308
powerDensity_nw_per_um2 = 664

[min_path]
hold_path_class = input pin to asynchronous set/reset pin
logic make-up after synthesis:
group | Yosys count
AND/OR/NAND/NOR | 47
adder cells (fa/ha/maj) | 7
buffers and inverters | 10
AND-OR/OR-AND | 34
flip-flops | 45
multiplexers | 7
XOR/XNOR | 2
final cells by class:
class | instances | share of cell area, %
sequential | 45 | 50.3
multi-input combinational | 97 | 29.7
timing repair buffer | 29 | 11.5
tap | 77 | 4.00
clock buffer | 5 | 2.86
clock inverter | 3 | 0.883
inverter | 5 | 0.779
Yosys cell counts, drive strengths merged:
library cell	n	area share [%]
mux4	1	1.1
nand3	2	0.51
ha	7	4.5
a32oi	2	0.89
nand4b	1	0.45
o41ai	1	0.45
nor2	3	0.57
nor4	1	0.64
o21a	4	1.5
a221oi	1	0.45
nand2b	6	1.9
or3b	2	0.89
dfxtp	13	13
mux2	4	2.3
nand3b	3	1.1
and3b	1	0.45
clkbuf	3	0.57
o22ai	7	2.2
and3	4	1.3
and2b	1	0.38
inv	5	0.95
xor2	1	0.45
o21ai	9	2.3
mux2i	2	1.0
or3	2	0.64
dfrtp	2	2.5
nor2b	9	2.9
nand4	2	0.64
edfxtp	30	46
a21oi	2	0.51
buf	2	0.51
and2	7	2.2
a211oi	7	2.7
nand2	3	0.57
o21bai	1	0.38
xnor2	1	0.45
path summary, 6_finish.rpt:
path                                  from               to  slack [ps]  cells after the start
setup / recovery           rx.bit_index[0]  rx.shift_reg[0]         420                      5
hold reg to reg            rx.shift_reg[6]    rx.rx_data[6]         450                      0
setup reg to reg           rx.bit_index[0]  rx.shift_reg[0]         420                      5
min in group clk0          rx.shift_reg[6]    rx.rx_data[6]         450                      0
hold / removal                         rst       ctrl.rx_en         320                      2
max in group asynchronous              rst       ctrl.tx_en        1870                      2
metal layers:
layer	GRT usage, %	part of all wire [%]	vias up
met5	0	0	-
met4	2.04	2.5	0
met3	2.12	3.7	8
met2	14.1	43	25
met1	16.8	51	580
li1	-	-	630
where the power goes:
group          total [mW]  internal, mW  switching, mW
registers           0.939         0.907         0.0323
clock network       0.486         0.215          0.271
logic               0.173        0.0872         0.0857
through the flow:
| step | std cells | setup WS [ps] |
|---|---|---|
| finish | 261 | 419 |
| global placement | 253 | 429 |
| CTS | 261 | 410 |
| detailed placement | 253 | 430 |
| global route | 261 | 286 |
| floorplan | 152 | 257 |
Power is estimated from default activity; no workload was simulated.
